===== flow/run.sh =====
#!/bin/bash
# OpenROAD 26Q1-2900-gdf79404cd8, Yosys 0.63+post, stock flow scripts
make -C /OpenROAD-flow-scripts/flow DESIGN_CONFIG=/design/flow/config.mk WORK_HOME=/design/flow/orfs finish

===== flow/config.mk =====
export PLATFORM = sky130hd
export DESIGN_NAME = crc16
export DESIGN_NICKNAME = crc16
export VERILOG_FILES = /design/flow/design.v
export SDC_FILE = /design/flow/constraint.sdc
export NUM_CORES = 4
export LEC_CHECK = 1
export CORE_AREA = 10 10 88 88
export DIE_AREA = 0 0 98 98

===== flow/constraint.sdc =====
current_design crc16

set clk_period 1.7
set clk_io_pct 0.2

create_clock -name clk0 -period $clk_period [get_ports {clk}]

set non_clock_inputs [all_inputs -no_clocks]
set_input_delay [expr $clk_period * $clk_io_pct] -clock clk0 $non_clock_inputs
set_output_delay [expr $clk_period * $clk_io_pct] -clock clk0 [all_outputs]

===== flow/design.v =====
module crc16 #(
    parameter DATA_WIDHT = 8,
    parameter CRC_WIDTH  = 16
) (
    input  wire                  clk,
    input  wire                  arstn,
    input  wire                  en,
    input  wire [DATA_WIDHT-1:0] data,
    output reg  [CRC_WIDTH-1:0 ] crc16
);
    always @(posedge clk or negedge arstn) begin
        if (~arstn) begin
            crc16 <= 16'hffff;
        end else begin
            crc16 <= en ? crc16_byte(crc16, data) : crc16;
        end
    end
    function [CRC_WIDTH-1:0] crc16_bit;
        input [CRC_WIDTH-1:0] crc;
        input                 data;
        begin
            crc16_bit     = crc << 1;
            crc16_bit[0]  = crc[15] ^ data;
            crc16_bit[5]  = crc[15] ^ data ^ crc[4];
            crc16_bit[12] = crc[15] ^ data ^ crc[11];
        end
    endfunction
    function [CRC_WIDTH-1:0] crc16_byte;
        input [CRC_WIDTH-1:0 ] crc;
        input [DATA_WIDHT-1:0] data;
        integer                i;
        begin
            crc16_byte = crc;
            for (i = DATA_WIDHT - 1; i >= 0; i = i - 1) begin
                crc16_byte = crc16_bit(crc16_byte, data[i]);
            end
        end
    endfunction
endmodule

==> impl_table.tex <==
% Yosys + OpenROAD metrics
\begin{tabular}{lr}
\hline
Metric & Value \\
\hline
\multicolumn{2}{l}{\textbf{Run status}} \\
Result of the run & completed \\
\multicolumn{2}{l}{\textbf{Worst setup path}} \\
Startpoint of the lowest-slack register-to-register path & crc16[15] \\
R2r worst-path depth & 4 \\
Startpoint types & register \\
Kind of cell with the highest combined delay on the critical path & flip-flops \\
Worst setup path end & crc16[15] \\
Crit. path cell count & 1 \\
Worst Setup Path Type & register to output pin \\
Capture instance of the worst register-to-register path & crc16[8] \\
Data arrival time of the critical path & 1.29 ns \\
Buffers plus inverters on the worst setup path & 1 \\
Register-to-register setup slack & 0.24 ns \\
Max incr delay on CP & 0.57 ns \\
Critical-path maximum fanout & 3 \\
Endpoint kind of the worst setup timing path & output pin \\
Library cell contributing the largest single delay on the critical path & sky130\_fd\_sc\_hd\_\_dfstp\_2 \\
Data required time of the worst path & 1.36 ns \\
Sequence of cells on the critical path & clkdlybuf4s50\_1 \\
Startpoint of the worst setup timing path & crc16[15] \\
\multicolumn{2}{l}{\textbf{Timing}} \\
Layout Skew & 0.00311 ns \\
Setup violations, final & 0 \\
Fin. max-slew vios & 0 \\
Transition time at the pin with the least slew margin & 0.267 ns \\
Clock period minus final worst setup slack & 1.63 ns \\
Hold violation total from the final report & 0 \\
Post-layout period usage of the worst path & 0.957 \\
Top achievable clock speed & 615 MHz \\
Relative max-transition margin & 0.821 \\
Sum of negative setup slack & 0 ns \\
RSZ-0062 raised after global routing & no \\
\multicolumn{2}{l}{\textbf{Min path}} \\
Hold WC Path Type & register to register \\
\multicolumn{2}{l}{\textbf{Pwr}} \\
Design internal power & 2000 uW \\
Sw Ratio & 0.302 \\
Power share of the clock group & 0.099 \\
Logic gate share of total power & 0.577 \\
P per Cell Area & 2170 mW/mm\^{}2 \\
Peak supply drop & 0.697 mV \\
Post-layout power & 2870 uW \\
Pleak & 0.000505 uW \\
Switching power summed over all nets & 865 uW \\
Sequential group share of total power & 0.324 \\
\multicolumn{2}{l}{\textbf{Synthesis}} \\
Top area cell types & sky130\_fd\_sc\_hd\_\_dfstp\_2, sky130\_fd\_sc\_hd\_\_xnor2\_1, sky130\_fd\_sc\_hd\_\_xor2\_1 \\
Post-Syn Area per Cell & 12.2 sq um \\
Yosys aoi share & 0.0362 \\
Cell type with the highest aggregate area in the netlist & sky130\_fd\_sc\_hd\_\_dfstp\_2 \\
Xor and xnor fraction of the mapped netlist area & 0.284 \\
Adder-Cell Fraction of Synth Area & 0 \\
Post-synthesis share of cell area spent on and, or, nand and nor gates & 0.0317 \\
Leading post-synthesis cells by instance count & sky130\_fd\_sc\_hd\_\_xnor2\_1, sky130\_fd\_sc\_hd\_\_dfstp\_2, sky130\_fd\_sc\_hd\_\_xor2\_1 \\
Number of cell instances after yosys synthesis & 68 \\
Share of Yosys cell area claimed by the top area cell type & 0.507 \\
Number of synthesis warnings & 1 \\
Fraction of synthesized area in multiplexers & 0.124 \\
Post-synthesis instance area & 830 sq um \\
Most frequently used cell type in the post-synthesis netlist & sky130\_fd\_sc\_hd\_\_xnor2\_1 \\
Main flop type after synthesis & sky130\_fd\_sc\_hd\_\_dfstp\_2 \\
Number of synthesized flops with an enable pin & 0 \\
Synthesized registers & 16 \\
Cell variety after synth & 13 \\
Fraction of registers with async set or reset after synthesis & 1.00 \\
Combinational family with the most area after synthesis & XOR/XNOR gates \\
Count of mapped cells out of synthesis & 68 \\
Sequential-to-total area share from yosys stat & 0.507 \\
Yosys-reported design area after synthesis & 830 sq um \\
\multicolumn{2}{l}{\textbf{Global routing}} \\
Initial antenna violation count & 0 \\
Leftover overflow at the end of global routing & 0 \\
Total Routing Usage GR & 0.0435 \\
Largest net degree at the start of global routing & 23 \\
Via count of the first global-routing pass & 604 \\
Global-route wire length before repair & 3390 um \\
\multicolumn{2}{l}{\textbf{Routing}} \\
Post-Route M1 WL & 946 um \\
\# DRC & 0 \\
Vias per cell & 3.20 \\
Via count & 582 \\
Routed length per placed instance & 11.4 um \\
Drt first-iter violations & 17 \\
Met2 wire length & 917 um \\
Highest routing layer actually used & met4 \\
Sum of met3 wire segment lengths after detailed routing & 207 um \\
Final Routed Wirelength & 2080 um \\
Antenna diodes & 0 \\
Tally of nets with antenna violations remaining after routing & 0 \\
DR pass1 iterations & 3 \\
\multicolumn{2}{l}{\textbf{Finish}} \\
Fraction of final layout cells sized beyond drive strength 1 & 0.364 \\
Flip-flop count of the largest register after layout & 16 \\
Registers with the highest flip-flop counts & crc16 x16 \\
Most flop-heavy register & crc16 \\
Growth of design area from synthesis to finish & 59.1\% \\
\multicolumn{2}{l}{\textbf{Clock tree}} \\
Post-CTS setup-driven buffer insertion count & 0 \\
Number of sinks driven by the clock tree & 16 \\
Root buffer cell & sky130\_fd\_sc\_hd\_\_clkbuf\_8 \\
Clock tree from TritonCTS & built \\
Number of buffers added by the clock tree synthesis step & 3 \\
Maximum root-to-sink buffer count & 2 \\
Clock input transition at the sequential cells of the worst setup and hold paths & 0.06 ns \\
\# H-tree levels & 1 \\
Number of buffers added to fix hold violations after cts & 0 \\
Number of instances resized during post-cts repair & 0 \\
Late-Pin Clk Latency & 0.25 ns \\
\multicolumn{2}{l}{\textbf{Job}} \\
OpenROAD warnings & 25 \\
Max-Cap Viols & 0 \\
\multicolumn{2}{l}{\textbf{Placed design}} \\
Final HPWL DP & 1610 um \\
Weighted congestion at the end of routability-driven global placement & 0.725 \\
Tally of buffers added on design ports & 26 \\
\multicolumn{2}{l}{\textbf{Die}} \\
Die W & 98 um \\
Core area & 0.00592 sq mm \\
Number of top-level design ports & 27 \\
\# rows & 28 \\
Initial Util & 0.140 \\
Area enclosed by the die boundary & 0.00960 sq mm \\
Vertical die size & 98 um \\
\hline
\end{tabular}
-- through the flow --
step            util  instance area [sq um]  setup WS, ns  hold slack [ns]  cells
2_1_floorplan      -                    830         0.322            0.192     68
3_3_place_gp   0.216                   1280       -0.0506            0.474    179
3_5_place_dp   0.216                   1280       -0.0574            0.471    179
4_1_cts        0.223                   1320        0.0462            0.487    182
5_1_grt        0.223                   1320        0.0306            0.502    182
6_report       0.223                   1320        0.0730            0.484    182
-- layout make-up --
type	count	area, sq um
Inverter	2	7.51
Fill cell	638	4600
Tap cell	75	93.8
Multi-Input combinational cell	48	394
Sequential cell	16	420
Timing Repair Buffer	38	363
Clock buffer	3	41.3
-- cell usage in the layout, fill, tap and decap left out, drive strengths merged, types with 3 or more instances in the layout --
cell type	count
clkdlybuf4s50	26
xnor2	17
dfstp	16
buf	12
xor2	9
mux2	7
nor2	6
a21oi	6
clkbuf	3
-- power groups by stage --
stage	clock network, uW	registers (uW)	logic (uW)
after CTS	297	936	1700
after global routing	312	972	1830
final	283	928	1650
-- layer usage --
layer  global-route usage  vias up
met5                    0        -
met4              0.00224        0
met3               0.0242        2
met2               0.0619       18
met1               0.0591      266
li1                     -      296
-- cell families after synthesis --
kind of cell | count (synthesis)
AND/OR/NAND/NOR | 7
AND-OR/OR-AND | 6
XOR/XNOR | 26
multiplexers | 9
buffers and inverters | 4
flip-flops | 16
-- worst min-delay path by stage --
stage | from | to | slack [ns] | depth (start not counted)
after CTS | crc16[14] | crc16[14] | 0.49 | 2
after global routing | crc16[14] | crc16[14] | 0.50 | 2
final | crc16[14] | crc16[14] | 0.48 | 2
-- tightest hold or removal path, stage by stage, from the launching register on --
cell and delay, ns:
sky130_fd_sc_hd__dfstp_2 0.38, sky130_fd_sc_hd__inv_1 0.05, sky130_fd_sc_hd__mux2i_1 0.05
Power figures rest on the tool's default switching activity, not on a simulated workload.
