**flow/config.mk**
```make
export PLATFORM = sky130hd
export DESIGN_NAME = humming_coder12_8
export DESIGN_NICKNAME = humming_coder12_8
export VERILOG_FILES = /design/flow/design.v
export SDC_FILE = /design/flow/constraint.sdc
export NUM_CORES = 4
export LEC_CHECK = 1
export CORE_AREA = 10 10 94 94
export DIE_AREA = 0 0 104 104
```
**flow/constraint.sdc**
```tcl
current_design humming_coder12_8

set clk_period 1.0
set clk_io_pct 0.2

create_clock -name clk0 -period $clk_period [get_ports {clk}]

set non_clock_inputs [all_inputs -no_clocks]
set_input_delay [expr $clk_period * $clk_io_pct] -clock clk0 $non_clock_inputs
set_output_delay [expr $clk_period * $clk_io_pct] -clock clk0 [all_outputs]
```
**flow/design.v**
```verilog
module hamming_decoder (
    input  wire        clk, 
    input  wire        arstn,
    input  wire        rden,
    input  wire [11:0] hc_in,
    output reg  [7:0 ] q
);
    wire g0_error; 
    wire g1_error; 
    wire g2_error;
    wire g3_error;
    assign g0_error = hc_in[10] ^ hc_in[8] ^ hc_in[6] ^ hc_in[4] ^ hc_in[2] ^ hc_in[0];
    assign g1_error = hc_in[10] ^ hc_in[9] ^ hc_in[6] ^ hc_in[5] ^ hc_in[2] ^ hc_in[1];
    assign g2_error = hc_in[11] ^ hc_in[6] ^ hc_in[5] ^ hc_in[4] ^ hc_in[3];
    assign g3_error = hc_in[11] ^ hc_in[10] ^ hc_in[9] ^ hc_in[8] ^ hc_in[7];
    always @ (posedge clk or negedge arstn) begin
        if (~arstn) begin
            q <= 0;
        end else if (rden) begin
            case ({g3_error, g2_error, g1_error, g0_error})
                4'b0000 : q <= {hc_in[11:8], hc_in[6:4], hc_in[2]};
                4'b0001 : q <= {hc_in[11:8], hc_in[6:4], hc_in[2]};
                4'b0010 : q <= {hc_in[11:8], hc_in[6:4], hc_in[2]};
                4'b0011 : q <= {hc_in[11:8], hc_in[6:4], ~hc_in[2]};
                4'b0100 : q <= {hc_in[11:8], hc_in[6:4], hc_in[2]};
                4'b0101 : q <= {hc_in[11:8], hc_in[6:5], ~hc_in[4], hc_in[2]};
                4'b0110 : q <= {hc_in[11:8], hc_in[6], ~hc_in[5], hc_in[4], hc_in[2]};
                4'b0111 : q <= {hc_in[11:8], ~hc_in[6], hc_in[5], hc_in[4], hc_in[2]};
                4'b1000 : q <= {hc_in[11:8], hc_in[6], hc_in[5], hc_in[4], hc_in[2]};
                4'b1001 : q <= {hc_in[11:9], ~hc_in[8], hc_in[6:4], hc_in[2]};
                4'b1010 : q <= {hc_in[11:10], ~hc_in[9], hc_in[8], hc_in[6:4], hc_in[2]};
                4'b1011 : q <= {hc_in[11], ~hc_in[10], hc_in[9], hc_in[8], hc_in[6:4], hc_in[2]};
                4'b1100 : q <= {~hc_in[11], hc_in[10], hc_in[9], hc_in[8], hc_in[6:4], hc_in[2]};
                default : q <= 0;
            endcase
        end else begin
            q <= 0;
        end
    end
endmodule
module hamming_encoder (
    input  wire        clk, 
    input  wire        arstn,
    input  wire        wren,
    input  wire [7:0 ] data,
    output reg  [11:0] hc_out
);
    wire p0;
    wire p1; 
    wire p2; 
    wire p3;
    assign p0 = data[6] ^ data[4] ^ data[3] ^ data[1] ^ data[0];
    assign p1 = data[6] ^ data[5] ^ data[3] ^ data[2] ^ data[0];
    assign p2 = data[7] ^ data[3] ^ data[2] ^ data[1];
    assign p3 = data[7] ^ data[6] ^ data[5] ^ data[4];
    always @ (posedge clk or negedge arstn) begin
        if (~arstn) begin
            hc_out <= 0;
        end else if (wren) begin	                
            hc_out <= {data[7:4], p3, data[3:1], p2, data[0], p1, p0};
        end else begin
            hc_out <= 0;
        end
    end
endmodule
`default_nettype none
module humming_coder12_8 (
    input  wire        clk, 
    input  wire        arstn,
    input  wire        wren,
    input  wire        rden,
    input  wire [7:0 ] data,
    input  wire [11:0] hc_in,
    output wire [7:0 ] q,
    output wire [11:0] hc_out
);
    hamming_encoder HE(
        .clk    (clk   ),
        .arstn  (arstn ),
        .wren   (wren  ),
        .data   (data  ),
        .hc_out (hc_out)
    );
    hamming_decoder HD(
        .clk   (clk  ),
        .arstn (arstn),
        .rden  (rden ),        
        .q     (q    ),
        .hc_in (hc_in)
    );
endmodule
```
**flow/run.sh**
```bash
#!/bin/bash
# OpenROAD 26Q1-2900-gdf79404cd8, Yosys 0.63+post, stock flow scripts
make -C /OpenROAD-flow-scripts/flow DESIGN_CONFIG=/design/flow/config.mk WORK_HOME=/design/flow/orfs finish
```
==> changes_impl.md <==
### Physical design

* Status: finished, violations left
* Failing checks: setup timing
* Via count of the first global-routing pass at 1059
* Cell type with the largest total area: dfrtp_1
* Tool warnings at 28
* Area Overhead vs Synth at 84.4%
* Placed insts at 266
* WL final at 3.25 mm
* Yosys cell types at 31
* RePlAce Congestion at 0.805
* Post-DRT Antenna Nets at 0
* Hold-fix buffers, CTS at 0
* Fp util at 17.2%
* Dpl ws at -1.23 ns
* WP data arrival at 1.63 ns
* Final worst path period need at 1.45 ns
* Max Clock Freq at 0.691 GHz
* Die ar. at 0.0108 mm^2
* WHS Endpoint: HE.hc_out[2]
* Leakage at 1.03 nW
* Flop area at 500 um^2
* Number of antenna violations at the first check in global routing at 0
* Antenna Cells at 0
* Root buffer cell: clkbuf_8
* Flops after synth at 20
* Ports at 44
* Die height at 104 um
* Setup-failing EPs final at 8
* Core Area at 0.00683 mm^2
* Final hold vios at 0
* 1st-pass router iterations at 4
* Final tally of max-slew violations at 0
* Layout cell share with drive strength beyond 1 at 55.0%
* Crit end category: flip-flop
* Hpwl dp at 2.58 mm
* CP Class: in -> reg
* First-pass GRT wire length at 5.26 mm
* Biggest area cells: dfrtp_1, xnor2_1, and2_1, xor2_1, xor3_1
* CTS Buf Count at 3
* Dominant register cell: dfrtp_1
* Via/cell ratio at 3.69
* Pwr dens at 1400 mW/mm^2
* Gr usage total at 5.76%
* Hold Crit Depth at 2
* Syn avg cell area at 11.5 um^2
* # fillers at 690
* CTS Sinks at 20
* Worst-Margin Slew at 0.307 ns
* Cycle use final at 145%
* CTS max path bufs at 2
* Top cell area share at 42.5%
* Syn Inst Count at 102
* Commonest cells in the netlist: dfrtp_1, xnor2_1, and2_1, nand2_1, xor2_1
* Worst-path clk slew at 0.07 ns
* CTS tree: built
* WP data required at 1.18 ns
* Setup TNS at -3.18 ns
* Pwr Total at 3.05 mW
* Final core utilization at 31.8%
* Hold Path Class: in -> reg
* Post-synth EDFFs at 0
* Synth Seq Share at 42.5%
* Fin cells at 276
* Ys cells at 102
* Max Cap Viol at 0
* Startpoint types: input pin
* Setup ws final at -0.448 ns
* Port buffer count at 43
* IR Drop Worst-Case VDD at 0.337 mV
* Area reported by Yosys stat at 0.00118 mm^2
* Drt drc at 0
* DR iter-0 viols at 22
* Post-DR wirelength/cell at 11.8 um
* Comb area at 868 um^2
* H-tree Lvls at 1
* Relative slew slack at 79.5%
* Ys async rst share at 100%
* Hold Startpoint: data[0]
* Number of synthesis warnings at 2
* Dominant cell by count in the synthesized netlist: dfrtp_1
* RSZ-0062 raised after global routing: yes
* Cell Rows at 30
* Largest net degree at the start of global routing at 21
* Mapped Area at 0.00118 mm^2
* CP Max Fanout at 5
* Vias at 1019
* Congestion Overflow GR at 0
* Die Wd at 104 um
-- cells by family after synthesis --
kind of cell | after synthesis | synth area share, %
flip-flops | 20 | 42.5
XOR/XNOR | 28 | 28.6
AND/OR/NAND/NOR | 32 | 16.2
buffers and inverters | 4 | 1.91
AND-OR/OR-AND | 18 | 10.8
-- cell type report --
cell class                      instances  area share [%]
Sequential cell                        20            23.1
Tap cell                               96            5.53
Timing Repair Buffer                   78            28.9
Multi-Input combinational cell         78            40.0
Clock buffer                            4            2.54
-- sequential cells by signal, indices dropped and copies added (netlist names) --
name and count:
HE.hc_out 12, HD.q 8
-- through the flow --
step,cell area (um^2),hold WS [ns]
after floorplan,1210,-0.0956
after global placement,1970,0.558
after detailed placement,1970,0.562
after CTS,2120,0.280
after global routing,2170,0.236
final,2170,0.222
-- layout by cell type, fill, tap and decap left out, types with 5 or more instances in the layout --
master	Yosys	layout
and2_1	14	12
buf_2	0	19
buf_4	0	29
buf_6	1	7
clkbuf_2	0	6
dfrtp_1	20	20
nand2_1	6	6
xnor2_1	16	7
xnor2_2	0	5
xnor2_4	1	5
-- power breakdown --
part           switching (mW)  total (mW)  internal [mW]
registers              0.0204       0.918          0.898
logic                   0.629        1.52          0.888
clock network           0.262       0.612          0.350
-- worst max-delay path by stage --
stage     startpoint  endpoint  slack (ns)  cells past startpoint
4_1_cts    hc_in[10]   HD.q[7]       -0.45                      6
5_1_grt     hc_in[4]   HD.q[7]       -0.50                      5
6_report   hc_in[10]   HD.q[7]       -0.45                      6
-- critical path: stages --
cell,delay (ns)
buf_8,0.11
xnor2_4,0.13
xnor3_2,0.43
and2_4,0.18
or4b_1,0.43
a21boi_1,0.14
-- per-layer routing --
layer  GRT usage (%)  up-vias  part of all wire (%)
li1                -      514                     -
met5               0        -                     0
met2            9.77       20                    49
met4           0.795        0                   1.0
met3            1.44        2                   4.9
met1            7.39      483                    45
-- timing repair --
action	in CTS	in global routing
pin swaps	25	10
resized	145	22
endpoints found under the setup margin	32	17
setup buffers	6	1
Power is estimated from default activity; no workload was simulated.
