--- ./run.sh ---
#!/bin/bash
# OpenROAD 26Q1-2900-gdf79404cd8, Yosys 0.63+post, stock flow scripts
make -C /OpenROAD-flow-scripts/flow DESIGN_CONFIG=/design/flow/config.mk WORK_HOME=/design/flow/orfs finish
--- ./config.mk ---
export PLATFORM = sky130hd
export DESIGN_NAME = bpsk_demodulator
export DESIGN_NICKNAME = bpsk_demodulator
export VERILOG_FILES = /design/flow/design.v
export SDC_FILE = /design/flow/constraint.sdc
export NUM_CORES = 4
export LEC_CHECK = 1
export CORE_UTILIZATION = 30
--- ./constraint.sdc ---
current_design bpsk_demodulator

set clk_period 2.9
set clk_io_pct 0.2

create_clock -name clk0 -period $clk_period [get_ports {clk}]

set non_clock_inputs [all_inputs -no_clocks]
set_input_delay [expr $clk_period * $clk_io_pct] -clock clk0 $non_clock_inputs
set_output_delay [expr $clk_period * $clk_io_pct] -clock clk0 [all_outputs]
--- ./design.v ---
module bpsk_demodulator #(
    parameter SAMPLE_NUMBER = 256,
    parameter SAMPLE_WIDTH  = 12,
    parameter DATA_WIDTH    = 12
) (
    input  wire                             clk,
    input  wire                             arstn,
    input  wire                             en,
    input  wire [SAMPLE_WIDTH-1:0         ] signal_in,
    input  wire [SAMPLE_WIDTH-1:0         ] sin_in,
    input  wire [SAMPLE_WIDTH-1:0         ] neg_sin_in,
    input  wire [$clog2(SAMPLE_NUMBER)-1:0] cnt_in, 
    output reg  [DATA_WIDTH-1:0           ] q 
);
    reg [$clog2(DATA_WIDTH)-1:0] sel_cnt;  
    reg [DATA_WIDTH-1:0        ] sel;      
    reg                          flag;
    always @(posedge clk or negedge arstn) begin
        if (~arstn) begin
            sel_cnt <= 0;
            flag    <= 0;                 
        end else if (en) begin                
            sel[sel_cnt] <= flag ? 1 : 0;                    
            if (cnt_in == SAMPLE_NUMBER-1) begin  
                sel_cnt <= sel_cnt + 1;                            
                if (sel_cnt == DATA_WIDTH-1) begin  
                    sel_cnt <= 0;
                    q       <= sel;
                end                
            end else if (signal_in == sin_in) begin
                flag <= 1;   
            end else if (signal_in == neg_sin_in) begin
                flag <= 0;
            end
        end else begin
            q <= 0;
        end
    end
endmodule
==> flow_summary.yaml <==
# generated from flow reports
outcome:
  status: "finished clean"
sta:
  final-setup-viol-count: 0
  max_slew.worst_pin.slew_ns: 0.515
  maxSlewViolCount: 0
  slew_headroom_pct: 65.7
  fin_crit_ns: 2.24
  setup_tns_ns: 0
  max_freq_ghz: 0.446
  grt_setup_unrepaired: "false"
  period_used_pct: 77.3
  finalClockSkew_ns: 0.00597
  hold_violations: 0
job:
  drv_cap: 0
  warning_count: 29
critical_path:
  crit_path_cell_trace: "inv_1, ha_1, or2_4, o31ai_4, nand2_1, mux2_4"
  crit_family: "flip-flops"
  worstSetupPathType: "reg -> reg"
  critPathArrivalTime_ns: 2.27
  critPathCaptureType: "flip-flop"
  crit_slowest_cell: "dfrtp_1"
  worst-endpoint-required_ns: 2.92
  startpoint_type: "flip-flop"
  cp_slowest_stage_delay_ns: 0.58
  cp_num_buf_inv: 1
  critPathMaxFanout: 14
detailed_routing:
  postRouteAntennaNets: 0
  first_pass_iters: 4
  diodes: 0
  drcViolationCount: 0
  viasPerCell: 4.74
  avgRoutedWirePerCell_um: 12.6
  routed_wl_um: 3640
  drt_iter0_drc: 92
  vias: 1364
global_route:
  grt_pass1_vias: 1213
  grt_pass1_wl_um: 5790
  grt_use_total_pct: 12.4
  overflow: 0
  grt_max_degree: 17
  antenna_found_initial: 0
place:
  placed_cells: 280
  gp_congestion: 0.819
  hpwlAfterDp_um: 2850
  port_buffers: 58
synth:
  netlist_instances: 153
  synthFlopType: "edfxtp_1"
  syn-cell-area_um2: 1750
  yosys_cells: 153
  synth_cell_types: 36
  synth.avg_cell_area_um2: 11.5
  ys_area_um2: 1750
  yosysSeqAreaShare_pct: 48.2
  edf_count: 24
  ys_ff: 29
  yosys_warnings: 1
  ys_async_sr_fraction_pct: 17.2
cells_and_area:
  fin_cells: 288
  layout_top_cell: "clkdlybuf4s50_1"
  drive_gt1_share_pct: 7.87
  synthToLayoutAreaGrowth_pct: 42.9
  lay_top_cells: "clkdlybuf4s50_1, xnor2_1, edfxtp_1"
  fillCellCount: 534
pwr:
  peakVddDrop_mv: 0.187
  leakagePower_nw: 0.861
  p_per_area_nw_per_um2: 426
floorplan:
  dieHeight_um: 78.5
  die_area_um2: 6160
  io_pins: 59
  rows: 27
  core_um2: 5570
  die_x_um: 78.5
  fp_util_pct: 31.5
cts:
  cts_resized: 0
  path_clk_slew_ns: 0.06
  cts_sinks: 29
  root_buffer: "clkbuf_8"
  postCtsHoldBufs: 0
  cts_tree: "yes"
  clk_latency_ns: 0.27
  cts_htree_levels: 2
  cts_buffer_depth: 2
  cts_made_buffers: 5
  post-cts-setup-buffer-count: 0
min_path:
  hp-class: "in -> async"
[layer usage]
| layer | vias up | global-route usage (%) | part of all wire [%] |
|---|---|---|---|
| li1 | 692 | - | - |
| met1 | 619 | 19.7 | 46 |
| met2 | 48 | 17.9 | 46 |
| met3 | 5 | 3.31 | 7.0 |
| met4 | 0 | 1.48 | 1.1 |
| met5 | - | 0 | 0 |
[sequential cells by signal (all words and copies together) (netlist names)]
| register | count |
|---|---|
| q | 12 |
| sel_cnt | 4 |
| sel | 12 |
| flag | 1 |
[worst register-to-register path, stage by stage (launching register included)]
cell and delay, ns:
dfrtp_1 0.58, inv_1 0.17, ha_1 0.32, or2_4 0.28, o31ai_4 0.23, nand2_1 0.11, mux2_4 0.30
[where the power goes]
group / internal (mW) / leakage (nW) / switching (mW)
Sequential: 0.471 / 0.288 / 0.0120
Clock: 0.253 / 0.0528 / 0.141
Combinational: 0.118 / 0.520 / 0.0723
[cell type report]
type | instances | area [um^2] | area share [%]
clock inverter | 2 | 33.8 | 1.35
clock buffer | 6 | 72.6 | 2.89
multi-input combinational | 115 | 858 | 34.2
inverter | 5 | 18.8 | 0.749
timing repair buffer | 59 | 588 | 23.5
tap | 72 | 90.1 | 3.59
sequential | 29 | 846 | 33.7
[cell usage after synthesis (all sizes together) (2+ instances only)]
cell	number	area, um^2
a21oi	3	15.0
and2	13	81.3
and3	2	13.8
buf	3	27.5
dfrtp	5	125
edfxtp	24	721
ha	5	62.6
inv	5	18.8
mux2	5	60.1
nand2	9	33.8
nand3	3	15.0
nand3b	3	22.5
nand4	8	50.1
nor2	5	18.8
nor3	3	20.0
nor3b	2	15.0
o21a	2	15.0
o21ai	7	35.0
o2bb2ai	9	78.8
o41ai	2	17.5
xnor2	24	210
[worst paths after layout]
check	to	slack [ns]	depth (start not counted)	from
max in group asynchronous	flag$_DFFE_PN0P_	2.14	1	arstn
min in group clk0	q[0]$_SDFFCE_PN0P_	0.55	1	sel[0]$_DFFE_PP_
setup / recovery	sel[4]$_DFFE_PP_	0.66	6	sel_cnt[0]$_DFFE_PN0P_
setup reg to reg	sel[4]$_DFFE_PP_	0.66	6	sel_cnt[0]$_DFFE_PN0P_
hold / removal	sel_cnt[3]$_DFFE_PN0P_	0.55	1	arstn
hold reg to reg	q[0]$_SDFFCE_PN0P_	0.55	1	sel[0]$_DFFE_PP_
[logic make-up (layout without fill, tap and decap cells)]
logic type	Yosys count	in the layout	synth area share, %
AND/OR/NAND/NOR	52	52	17.1
AND-OR/OR-AND	29	29	12.8
XOR/XNOR	24	24	12.0
adder cells (fa/ha/maj)	5	5	3.57
buffers and inverters	9	72	2.85
multiplexers	5	5	3.42
flip-flops	29	29	48.2
[metrics by stage]
stage          setup WS (ns)  power (mW)  area (um^2)  hold slack [ns]  util [%]
4_1_cts                0.681        1.08         2510            0.549      45.0
3_5_place_dp           0.596       0.683         2400            0.541      43.1
3_3_place_gp           0.605       0.682         2400            0.541      43.1
5_1_grt                0.508        1.12         2510            0.564      45.0
6_report               0.658        1.07         2510            0.545      45.0
2_1_floorplan          0.671       0.580         1750            0.284         -
Power and IR drop assume default switching activity.
